### /design/flow/constraint.sdc
current_design mux_4to1

set clk_period 1.0
set clk_io_pct 0.2

create_clock -name clk0 -period $clk_period

set non_clock_inputs [all_inputs -no_clocks]
set_input_delay [expr $clk_period * $clk_io_pct] -clock clk0 $non_clock_inputs
set_output_delay [expr $clk_period * $clk_io_pct] -clock clk0 [all_outputs]
### /design/flow/config.mk
export PLATFORM = sky130hd
export DESIGN_NAME = mux_4to1
export DESIGN_NICKNAME = mux_4to1
export VERILOG_FILES = /design/flow/design.v
export SDC_FILE = /design/flow/constraint.sdc
export NUM_CORES = 4
export LEC_CHECK = 1
export CORE_AREA = 10 10 84 84
export DIE_AREA = 0 0 94 94
### /design/flow/design.v
module mux_4to1  #(
    parameter DATA_WIDTH = 32
)(
    input [DATA_WIDTH-1:0]a,
    input [DATA_WIDTH-1:0]b,
    input [DATA_WIDTH-1:0]c,
    input [DATA_WIDTH-1:0]d,
    input [1:0]sel,
    output reg [DATA_WIDTH-1:0]o
);
always @ (*) begin
    case (sel)
        2'b00: o <= a;
        2'b01: o <= b;
        2'b10: o <= c;
        2'b11: o <= d;
    endcase
end
endmodule
### /design/flow/run.sh
#!/bin/bash
# OpenROAD 26Q1-2900-gdf79404cd8, Yosys 0.63+post, stock flow scripts
make -C /OpenROAD-flow-scripts/flow DESIGN_CONFIG=/design/flow/config.mk WORK_HOME=/design/flow/orfs finish
==> results.py <==
# Generated from Yosys and OpenROAD reports
metrics = {
    "yosys": {
        "mux_area_share_pct": 89.4,
        "yosysTopAreaCellShare_pct": 82.9,
        "synth_top_cell_by_count": "mux4_2",
        "yosys.area.top_type": "mux4_2",
        "avgSynthCellArea_sq_um": 20.9,
        "synthAoiAreaFrac_pct": 0,
        "top_cells_by_area": "mux4_2 83%, buf_12 7.4%, mux4_1 6.5%, buf_2 1.8%, buf_6 1.4%",
        "ys_cells": 39,
        "yosys_warnings": 1,
        "syn_area_sq_um": 815,
        "fa_ha_area_share_pct": 0,
        "synth_cells": 39,
        "ys_seq_share_pct": 0,
        "common_cells": "30 x mux4_2, 3 x buf_12, 3 x buf_2",
        "ys_sh_simple_pct": 0,
        "ys_area_sq_um": 815,
        "ys_sh_xor_pct": 0,
        "topCombFamilyByArea": "multiplexers",
        "yosysUniqueCellTypes": 5,
    },
    "route": {
        "drt-wirelength-per-cell_um": 24.0,
        "wl_um": 6710,
        "drtPass1Iterations": 3,
        "ant_nets": 0,
        "drcViolationCount": 0,
        "via_per_inst": 4.33,
        "first_iter_violations": 24,
        "vias": 1212,
    },
    "cells_and_area": {
        "seqCellArea_sq_um": 0,
        "stdcell_area_sq_um": 2380,
        "num-fill-cells": 525,
        "seq_cell_count": 0,
        "combGateArea_sq_um": 721,
        "drive_gt1_share_pct": 41.8,
        "fin_cells": 280,
        "clock_buffers": 0,
        "area_growth_pct": 193,
    },
    "place": {
        "place_congestion": 0.810,
        "io_buffers": 162,
        "dpl_cell_area_sq_um": 2480,
        "post-dp-hpwl_um": 5690,
        "place_inst": 267,
    },
    "critical_path": {
        "critical_path_class": "primary input to output port",
        "crit_required_ns": 0.80,
        "critPathLaunchType": "primary input",
        "critPathMaxFanout": 5,
        "crit_start": "sel[0]",
        "worstSetupEndpointType": "output port",
        "cp.arrival_ns": 1.16,
    },
    "global_route": {
        "gr-total-overflow": 0,
        "grt_max_degree": 11,
        "antenna_found_initial": 2,
        "track_usage_pct": 14.6,
        "grt_pass1_vias": 1466,
        "grt_pass1_wl_um": 9430,
    },
    "final_timing": {
        "slew_viol_final": 0,
        "totalNegativeSetupSlack_ns": -9.66,
        "max_slew_margin_pct": 92.7,
        "setup_violations": 32,
        "tightest_slew_ns": 0.110,
        "hold_slack_ns": 0.793,
        "period_used_pct": 136,
        "max_clock_freq_mhz": 735,
        "hold_violations": 0,
        "rsz0062_at_grt": "true",
        "layout_setup_ws_ns": -0.361,
        "period_needed_ns": 1.36,
    },
    "worst_hold_path": {
        "whs_endpoint": "o[28]",
        "hp-class": "primary input to output port",
        "hold_depth": 3,
        "hp-start": "d[28]",
    },
    "power": {
        "p_leak_nw": 1.15,
        "power_density_nw_per_um2": 377,
        "total_power_mw": 0.898,
        "peakVddDrop_v": 0.000179,
    },
    "outcome": {
        "status": "finished, violations left",
        "violations": "setup timing",
    },
    "floorplanning": {
        "fp.dieW_um": 94,
        "fp_util_pct": 15.6,
        "ios": 162,
        "die_h_um": 94,
        "core_area_sq_um": 5200,
        "rows": 26,
        "chip_area_sq_um": 8840,
    },
    "run": {
        "warnings": 35,
        "maxCapViolations": 0,
    },
}
## worst max path at each step
stage,endpoint,slack [ns],depth (start not counted)
after CTS,o[4],-0.37,5
after global routing,o[20],-0.39,5
final,o[23],-0.36,5
## per-stage QoR
step	utilization [%]	setup WS [ns]
after CTS	45.9	-0.373
after global routing	45.7	-0.393
final	45.8	-0.361
after detailed placement	47.6	-0.929
after floorplan	-	-0.0916
after global placement	47.6	-0.927
## area by class of cell
class	count	share of cell area, %
Multi-Input combinational cell	32	30.2
Antenna cell	2	0.210
Tap cell	70	3.67
Timing Repair Buffer	176	65.9
## layer usage
metal / GRT usage, % / share of wire (%) / up-vias
met4: 0.506 / 0.31 / 0
met5: 0 / 0 / -
li1: - / - / 551
met3: 4.28 / 7.3 / 2
met1: 17.3 / 36 / 589
met2: 26.8 / 56 / 70
## report_power, final
group	internal [mW]	switching, mW	total (mW)
clock network	0.000000267	0	0.000000267
registers	0	0	0
logic	0.660	0.238	0.898
## critical path, cell delays in order
cell and delay (ns):
buf_12 0.10, buf_12 0.11, buf_12 0.11, mux4_2 0.50, buf_2 0.13
## cell families (layout without fill, tap and decap cells)
| logic type | Yosys count | in the layout |
|---|---|---|
| multiplexers | 32 | 32 |
| other | 0 | 2 |
| buffers and inverters | 7 | 176 |
## timing repair
action / CTS / global route
gates resized: 269 / 4
cloned: 5 / 0
setup buffers: 6 / 1
hold buffers: 0 / 0
endpoints found under the setup margin: 32 / 32
## layout by cell type, fill, tap and decap left out
master / count
buf_8: 1
buf_6: 5
buf_4: 3
buf_16: 3
dlygate4sd2_1: 120
buf_12: 6
clkdlybuf4s15_1: 1
diode_2: 2
bufbuf_16: 1
mux4_2: 32
buf_2: 36
No activity file was given, so power comes from the tool's default toggle rates.
